$ cat design/flow/run.sh
#!/bin/bash
# OpenROAD 26Q1-2900-gdf79404cd8, Yosys 0.63+post, stock flow scripts
make -C /OpenROAD-flow-scripts/flow DESIGN_CONFIG=/design/flow/config.mk WORK_HOME=/design/flow/orfs finish
$ cat design/flow/config.mk
export PLATFORM = sky130hd
export DESIGN_NAME = proj1_write_cnt
export DESIGN_NICKNAME = proj1_write_cnt
export VERILOG_FILES = /design/flow/design.v
export SDC_FILE = /design/flow/constraint.sdc
export NUM_CORES = 4
export LEC_CHECK = 1
export CORE_AREA = 10 10 70 70
export DIE_AREA = 0 0 80 80
$ cat design/flow/constraint.sdc
current_design proj1_write_cnt

set clk_period 3.2
set clk_io_pct 0.2

create_clock -name clk0 -period $clk_period [get_ports {clk}]

set non_clock_inputs [all_inputs -no_clocks]
set_input_delay [expr $clk_period * $clk_io_pct] -clock clk0 $non_clock_inputs
set_output_delay [expr $clk_period * $clk_io_pct] -clock clk0 [all_outputs]
$ cat design/flow/design.v
module proj1_write_cnt#(
  parameter integer DATABIT = 7	 
) (
  input                   clk,
  input                   reset_n,
  input  [DATABIT-1:0]    i_num_cnt,
  output                  s_ready,
  output                  m_valid,
  output [DATABIT-1:0]    m_data
);
  localparam  IDLE    = 3'b001;
  localparam  RUN     = 3'b010;
  localparam  DONE    = 3'b100;
  reg [2:0] n_state;
  reg [2:0] c_state;
  wire o_running;
  wire o_done;
  wire is_done;
  always @(*)begin
    case(c_state)
      IDLE    : begin
                  if(s_ready)begin
                    n_state = RUN;
                  end
                end
      RUN     : begin
                  if(is_done)begin
                    n_state = DONE;
                  end
                end 
      DONE    : begin
                  n_state = IDLE;
                end
      default : n_state = c_state;    
    endcase
  end
  always @(posedge clk or negedge reset_n)begin
    if(!reset_n)begin
      c_state <=  IDLE;
    end else begin
      c_state <=  n_state;
    end
  end
  assign o_running  = (c_state == RUN);
  assign o_done     = (c_state == DONE);
  reg [DATABIT-1:0] r_data;
  reg [DATABIT-1:0] c_r_data;
  always @(posedge clk or negedge reset_n)begin
    if(!reset_n)begin
      c_r_data  <=  0;
    end else if(s_ready)begin
      c_r_data  <=  i_num_cnt;
    end else begin
      if(o_done)begin
        c_r_data  <=  0;
      end
    end
  end
  always @(posedge clk or negedge reset_n)begin
    if(!reset_n)begin
        r_data  <=  0;
    end else if(o_running)begin
        r_data  <=  r_data + 1;
    end else begin
      if(is_done)begin
        r_data  <=  0;
      end
    end
  end
  assign is_done  = (o_running) && (r_data == c_r_data-1);
  assign m_valid  = (r_data != 0);
  assign m_data   = r_data;
endmodule
==> flow_summary_export.csv <==
group,metric,value,unit
drt,num_antenna_cells,0,
place,gp_routability_congestion,0.6812,
logic_synthesis,synth.yosys.warnings,2,
die,core,3416,um2
worst_setup_path,worstPathBufferInverterCount,1,
min_path,hold_path_depth,1,
cells_and_area,fillCellCount,380,
clocking,htreeDepth,1,
timing,fin_crit,2.169,ns
timing,untimed_endpoints,6,
clocking,post_cts_resized,0,
logic_synthesis,synthesis.instances,39,
clocking,cts-hold-fix-buffers,0,
drt,post_drt_wl_per_cell,9.649,um
job,drv_cap,0,
worst_setup_path,crit_path_start_kind,"register",
clocking,cts_tree,"done",
worst_setup_path,r2r_slack,1.86,ns
power_and_ir_drop,ir_drop,0.0001456,V
logic_synthesis,synthesis.area,503.0,um2
worst_setup_path,critical_path.max_stage_delay,0.43,ns
min_path,whs_endpoint,"r_data[6]$_DFFE_PN0P_",
cells_and_area,logic_area,191.4,um2
drt,initialDrtViolationCount,22,
timing,hold_viol,0,
power_and_ir_drop,power.density,326.0,nW/um2
worst_setup_path,worst-setup-path-type,"register to output port",
cells_and_area,synthToLayoutAreaGrowth,33.08,%
logic_synthesis,synth-seq-cells,13,
timing,rsz0062_at_grt,"no",
worst_setup_path,arrival_time_worst_endpoint,1.53,ns
worst_setup_path,critPathTopFamily,"flip-flops",
worst_setup_path,r2r_start,"c_state[2]$_DFF_PN0_",
logic_synthesis,synthDistinctLibCells,16,
global_route,grt_first_pass_wirelength,1642,um
clocking,clk_pin_slew_worst_paths,0.06,ns
drt,dr.pass1.iters,4,
logic_synthesis,synth-cells-yosys,39,
timing,clock.fmax,461.0,MHz
timing,setup-violations-final,0,
worst_setup_path,timing.critical_path.required,2.56,ns
worst_setup_path,cp-end-kind,"output port",
worst_setup_path,regToRegEndpoint,"r_data[6]$_DFFE_PN0P_",
clocking,cts-root-to-sink-buffers,2,
clocking,number_of_buffers_added_by_the_clock_tree_synthesis_step,3,
timing,slew_viol_final,0,
worst_setup_path,cp_max_fo,5,
clocking,ctsRootBufferMaster,"clkbuf_4",
global_route,grt_usage,0.03251,
drt,via_count,312,
timing,unclocked_regs,3,
cells_and_area,final_core_util,0.1960,
job,tool_warnings,33,
die,fp.dieW,80,um
die,initial_core_util,0.1473,
drt,drc_errors,0,
drt,drt.antenna.violating_nets,0,
min_path,hold_path_startpoint,"r_data[6]$_DFFE_PN0P_",
die,fp-row-count,21,
drt,drt-total-wl,936,um
place,place.detailed.hpwl,727.4,um
logic_synthesis,synth.avg_cell_area,12.90,um2
outcome,outcome,"completed",
cells_and_area,ff_latch_area,296.5,um2
worst_setup_path,worst_path_max_delay_cell,"dfrtp_1",
timing,fin_worst_skew,0.005294,ns
min_path,worst_hold_path_type,"register to register",
worst_setup_path,rr_worst_depth,3,
power_and_ir_drop,leakagePower,0.2778,nW
die,io_pins,18,
global_route,grt_overflow_total,0,
die,dieHeight,80,um
clocking,post-cts-setup-buffers,0,
place,io_buffer_count,9,
logic_synthesis,yosysChipArea,503.0,um2
timing,setup-tns-final,0,ns
worst_setup_path,cp_cell_sequence,"nor4_1 > nand3b_1 > clkdlybuf4s50_1",
global_route,grt_start_max_net_pins,12,
die,chipArea,6400,um2
timing,min_period_over_period,0.6779,
global_route,number_of_global_route_vias_before_repair,334,
global_route,grt_antenna_before_repair,0,
cells_and_area,final_layout_size_suffix_gt1_frac,0.1569,
clocking,clk-insertion-delay-late,0.26,ns
drt,avg_vias_per_cell,3.216,
-- metrics by stage --
step / hold WS (ns) / instances / cell area [um2] / total power (W) / worst slack, ns
CTS: 0.5106 / 97 / 669.4 / 0.0002238 / 0.9866
finish: 0.5096 / 97 / 669.4 / 0.0002182 / 1.031
detailed placement: 0.4889 / 93 / 643.1 / 0.0001325 / 1.285
global placement: 0.4925 / 93 / 643.1 / 0.0001325 / 1.293
floorplan: 0.3444 / 39 / 503.0 / 0.0001297 / 1.868
global route: 0.5389 / 97 / 669.4 / 0.0002343 / 0.9116
-- where the power goes --
part	switching (W)	internal (W)	leakage, nW
registers	0	0.000126	0.159
logic	0.00000237	0.00000108	0.104
clock network	0.0000402	0.0000481	0.0150
-- registers in the layout, summed over array words and instances, names as in the netlist --
| register | count |
|---|---|
| c_state | 3 |
| r_data | 7 |
| n_state | 3 |
-- synth_stat cells --
cell type  number  area share
nand4_1         4       0.050
ha_1            2       0.050
and3_1          1       0.012
o21ai_0         1      0.0099
nor4_1          1       0.012
conb_1          1      0.0075
nand2_1         2       0.015
nor3b_4         1       0.037
dfrtp_1         9        0.45
inv_1           2       0.015
dfstp_2         1       0.052
nand3b_1        1       0.015
dlxtn_1         3       0.090
buf_4           1       0.015
xnor2_1         6        0.10
mux2_2          3       0.067
-- how the worst max path moves through the flow --
| stage | startpoint | endpoint | slack (ns) | depth (start not counted) |
|---|---|---|---|---|
| after CTS | r_data[3]$_DFFE_PN0P_ | m_valid | 0.99 | 3 |
| after global routing | r_data[3]$_DFFE_PN0P_ | m_valid | 0.91 | 3 |
| final | r_data[3]$_DFFE_PN0P_ | m_valid | 1.03 | 3 |
-- cell families (layout without fill, tap and decap cells) --
logic type	count (synthesis)	count (layout)	share of synthesized area
flip-flops	10	10	0.5000
AND/OR/NAND/NOR	10	10	0.1418
XOR/XNOR	6	6	0.1045
multiplexers	3	3	0.06716
buffers and inverters	3	15	0.02986
latches	3	3	0.08955
adder cells (fa/ha/maj)	2	2	0.04974
other	1	1	0.007456
AND-OR/OR-AND	1	1	0.009941
-- layout make-up --
cell class	count	area share
flip-flops and latches	13	0.4430
multi-input cells	23	0.2860
repair buffers	9	0.1346
well taps	46	0.08598
clock buffers	4	0.03925
inverters	2	0.01121
-- per-layer routing --
| metal | track usage | vias up | wire (um) |
|---|---|---|---|
| li1 | - | 155 | - |
| met1 | 0.04378 | 145 | 478 |
| met2 | 0.03933 | 12 | 350 |
| met3 | 0.02727 | 0 | 107 |
| met4 | 0.003521 | 0 | 0 |
| met5 | 0 | - | 0 |
-- layout by cell type, fill, tap and decap left out, types with 2 or more instances in the layout --
cell type / netlist / layout
dfrtp_1: 9 / 9
clkdlybuf4s50_1: 0 / 9
xnor2_1: 6 / 6
nand4_1: 4 / 4
mux2_2: 3 / 3
clkbuf_4: 0 / 3
dlxtn_1: 3 / 3
inv_1: 2 / 2
nand2_1: 2 / 2
ha_1: 2 / 2
Power is estimated from default activity; no workload was simulated.
