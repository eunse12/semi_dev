[flow/run.sh]
#!/bin/bash
# OpenROAD 26Q1-2900-gdf79404cd8, Yosys 0.63+post, stock flow scripts
make -C /OpenROAD-flow-scripts/flow DESIGN_CONFIG=/design/flow/config.mk WORK_HOME=/design/flow/orfs finish
[flow/config.mk]
export PLATFORM = sky130hd
export DESIGN_NAME = proj1_cnt
export DESIGN_NICKNAME = proj1_cnt
export VERILOG_FILES = /design/flow/design.v
export SDC_FILE = /design/flow/constraint.sdc
export NUM_CORES = 4
export LEC_CHECK = 1
export CORE_AREA = 10 10 81 81
export DIE_AREA = 0 0 91 91
[flow/constraint.sdc]
current_design proj1_cnt

set clk_period 3.5
set clk_io_pct 0.2

create_clock -name clk0 -period $clk_period [get_ports {clk}]

set non_clock_inputs [all_inputs -no_clocks]
set_input_delay [expr $clk_period * $clk_io_pct] -clock clk0 $non_clock_inputs
set_output_delay [expr $clk_period * $clk_io_pct] -clock clk0 [all_outputs]
[flow/design.v]
module proj1_cnt#(
  parameter integer DATABIT = 7	 
) (
  input                   clk,
  input                   reset_n,
  input  [DATABIT-1:0]    i_num_cnt,
  input                   i_run,
  output                  o_idle,
  output                  o_running,
  output                  o_done,
  output [DATABIT-1:0]    o_data
);
  localparam  IDLE    = 3'b001;
  localparam  RUN     = 3'b010;
  localparam  DONE    = 3'b100;
  reg [2:0] n_state;
  reg [2:0] c_state;
  wire is_done;
  always @(*)begin
    case(c_state)
      IDLE    : begin
                  if(s_ready)begin
                    n_state = RUN;
                  end
                end
      RUN     : begin
                  if(is_done)begin
                    n_state = DONE;
                  end
                end 
      DONE    : begin
                  n_state = IDLE;
                end
      default : n_state = c_state;    
    endcase
  end
  always @(posedge clk or negedge reset_n)begin
    if(!reset_n)begin
      c_state <=  IDLE;
    end else begin
      c_state <=  n_state;
    end
  end
  assign o_idle     = (c_state == IDLE);
  assign o_running  = (c_state == RUN);
  assign o_done     = (c_state == DONE);
  reg [DATABIT-1:0] r_data;
  reg [DATABIT-1:0] c_r_data;
  always @(posedge clk or negedge reset_n)begin
    if(!reset_n)begin
      c_r_data  <=  0;
    end else if(i_run)begin
      c_r_data  <=  i_num_cnt;
    end else begin
      if(o_done)begin
        c_r_data  <=  0;
      end
    end
  end
  always @(posedge clk or negedge reset_n)begin
    if(!reset_n)begin
        r_data  <=  0;
    end else if(o_running)begin
        r_data  <=  r_data + 1;
    end else begin
      if(is_done)begin
        r_data  <=  0;
      end
    end
  end
  assign is_done  = (o_running) && (r_data != c_r_data-1);
  assign o_data   = r_data;
endmodule
==> results.toml <==
# synthesis and place-and-route metrics
[setup_path]
cp_data_required_time_ns = 2.80
path_delay_family = "buffers and inverters"
path_depth = 2
reg2regPathDepth = 4
crit_buf_inv = 1
crit_type = "reg -> out"
start_kind = "register"
slowest_stage = "clkdlybuf4s50_1"
critPathMaxStageDelay_ns = 0.57
arrival_ns = 1.71
endpoint_kind = "output pin"
worstPathCellList = "nor3b_2 -> clkdlybuf4s50_1"
critical_path.max_fanout = 8

[grt]
grt_pass1_wl_um = 3310
gr-total-overflow = 0
grt_pass1_vias = 692
grt_usage = 0.0477
grt_max_degree = 18
antenna_found_initial = 0

[clocking]
htreeDepth = 1
cts_resized = 0
clkTransAtPathRegs_ns = 0.07
clockBufferDepth = 2
cts_setup_buffers = 0
cts-root-buf = "clkbuf_8"
cts_buffers = 3
worstSkewPairLatency_ns = 0.25
cts_tree = "done"
holdBufCountCts = 0

[synth]
synth_cell_types = 28
async_flop_share = 0.850
syn_inst = 97
avgSynthCellArea_um2 = 9.84
synth-edff-count = 0
ff_type = "dfrtp_1"
ys_seq_elements = 20
top_cell = "nand2_1"
synth.top_cell.area_share = 0.419
yosys-top-cells-count = "nand2_1, dfrtp_1, xnor2_1"
yosys_area_um2 = 955
top_cells_by_area = "dfrtp_1, xnor2_1, nand2_1, dlxtn_1, xor2_1"
ys_cells = 97
top_area_cell = "dfrtp_1"
syn-cell-area_um2 = 955
ys_warn_count = 3

[layout]
area_delta_synth_final_pct = 33.2
fin_area_um2 = 1270
n_fill_cell = 516
stdcell_count = 186
drive_above_1_share = 0.0924
final_util = 0.264

[placement]
dp.cells = 182
placed_area_um2 = 1220
numPortBuffers = 19
dp_hpwl_um = 1560
place.gp.congestion = 0.781
dp_slack_ns = 1.34

[floorplan]
die_w_um = 91
core_um2 = 4820
fp_util = 0.198
io_pins = 20
chipArea_um2 = 8280
die-height_um = 91
fp-row-count = 25

[detailed_routing]
avgRoutedWirePerCell_um = 10.5
num_vias = 721
num_antenna_cells = 0
drtAntennaViolNets = 0
drt-total-wl_um = 1950
drt_pre_antenna_iters = 3
dr.first_iter.drc_count = 38
via_per_inst = 3.88
drc = 0

[hold_path]
min_path_cells = 1
min_path_type = "reg -> reg"

[final_timing]
fin_hold_ws_ns = 0.557
fmax_ghz = 0.415
tightestPinTransition_ns = 0.747
fin_ws_ns = 1.09
finalCritPeriodShare = 0.689
hold_violations = 0
finalSetupViolCount = 0
setup_tns_ns = 0
unclocked_pins = 3
slew_violations = 0
relSlewSlack = 0.500
finClkSkew_ns = 0.00350
fin_crit_ns = 2.41
rsz0062_at_grt = "no"
untimed_endpoints = 6

[status]
status = "finished, final reports clean"

[pwr]
peakVddDrop_v = 0.000163
leakage_nw = 0.560
p_per_area_nw_per_um2 = 319
power_mw = 0.406

[run]
drv_cap = 0
warning_count = 25
metal layers:
metal | global-route usage | wire (um) | vias up
met1 | 0.0703 | 1050 | 325
met4 | 0.00131 | 0 | 0
met3 | 0.0224 | 140 | 0
li1 | - | - | 380
met5 | 0 | 0 | -
met2 | 0.0656 | 754 | 16
cell families after synthesis:
logic type / synth area share
xor gates and xnor gates: 0.119
adders and majority gates: 0.0262
buffers and inverters: 0.0157
DFF: 0.447
latches: 0.0472
and+or+nand+nor: 0.215
muxes: 0.0354
AOI/OAI and AO/OA: 0.0944
area by class of cell:
cell class,instances,area (um2),area share
clock buffer,3,41.3,0.0325
clock inverter,1,5.00,0.00394
inverter,3,11.3,0.00886
multi-input combinational,73,468,0.368
sequential,20,472,0.371
tap,67,83.8,0.0659
timing repair buffer,19,190,0.150
path summary, 6_finish.rpt:
path,start,to,slack (ns)
min in group asynchronous,reset_n,r_data[3]$_DFFE_PN0P_,0.89
worst min register to register,r_data[6]$_DFFE_PN0P_,r_data[6]$_DFFE_PN0P_,0.56
max in group asynchronous,reset_n,c_r_data[0]$_DFFE_PN0P_,2.14
worst max-delay path,c_state[1]$_DFF_PN0_,o_running,1.09
worst max register to register,c_state[1]$_DFF_PN0_,r_data[5]$_DFFE_PN0P_,2.01
worst min-delay path,r_data[6]$_DFFE_PN0P_,r_data[6]$_DFFE_PN0P_,0.56
report_power, final:
part           switching [mW]  leakage (nW)  total (mW)  internal (mW)
Sequential            0.00960         0.244       0.213          0.204
Combinational          0.0219         0.291      0.0491         0.0272
Clock                  0.0646        0.0255       0.143         0.0788
Total                  0.0961         0.560       0.406          0.310
state kept, by name, indices dropped and copies added (netlist names):
signal    flops
c_state       3
c_r_data      7
r_data        7
n_state       3
cells in the final DEF (no fill, tap or decap):
cell             netlist  final
a211o_1                1      1
a311oi_1               1      1
a31oi_1                2      2
and3_1                 1      1
and3b_1                1      1
and4_1                 1      1
clkbuf_8               0      3
clkdlybuf4s50_1        0     19
clkinv_2               0      1
dfrtp_1               16     16
dfstp_2                1      1
dlxtn_1                3      3
ha_1                   2      2
inv_1                  3      3
mux2_2                 3      3
nand2_1               19     19
nand2b_1               1      1
nand3_1                2      2
nand4_1                3      3
nor2_1                 7      7
nor2b_1                2      2
nor3_1                 1      1
nor3b_2                1      1
o21a_1                 1      1
o21ai_0                6      6
o31ai_1                3      3
or3_2                  1      1
or4_4                  1      1
xnor2_1                9      9
xor2_1                 4      4
worst reg2reg max path, delay by kind of cell (launching register included):
kind	cells	cell delay (ns)
and+or+nand+nor	3	0.87
DFF	1	0.41
xor gates and xnor gates	1	0.14
Power figures rest on the tool's default switching activity, not on a simulated workload.
